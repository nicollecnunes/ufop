$ cat flow/run.sh
#!/bin/bash
# OpenROAD 26Q1-2900-gdf79404cd8, Yosys 0.63+post, stock flow scripts
make -C /OpenROAD-flow-scripts/flow DESIGN_CONFIG=/design/flow/config.mk WORK_HOME=/design/flow/orfs finish
$ cat flow/config.mk
export PLATFORM = sky130hd
export DESIGN_NAME = controle
export DESIGN_NICKNAME = controle
export VERILOG_FILES = /design/flow/design.v
export SDC_FILE = /design/flow/constraint.sdc
export NUM_CORES = 4
export LEC_CHECK = 1
export CORE_UTILIZATION = 30
$ cat flow/constraint.sdc
current_design controle

set clk_period 1.3
set clk_io_pct 0.2

create_clock -name clk0 -period $clk_period [get_ports {B0}]
create_clock -name clk1 -period $clk_period [get_ports {B1}]
create_clock -name clk2 -period $clk_period [get_ports {B2}]
create_clock -name clk3 -period $clk_period [get_ports {E}]
create_clock -name clk4 -period $clk_period [get_ports {clk}]

set non_clock_inputs [all_inputs -no_clocks]
set_input_delay [expr $clk_period * $clk_io_pct] -clock clk0 $non_clock_inputs
set_output_delay [expr $clk_period * $clk_io_pct] -clock clk0 [all_outputs]
$ cat flow/design.v
module controle(clk, B0, B1, B2, E, X0, X1);
    input clk, B0, B1, B2, E;
    output reg X0, X1;
    reg [5:0] cont;
    reg [4:0] h_acionamento1, duracao_ac1, h_acionamento2, duracao_ac2, duracao_acE;
    reg acionar1, acionar2;
    reg [4:0] relogio, tempo_at1, tempo_at2, tempo_atE;
    reg at1, at2, atE;
    initial begin
        duracao_ac2 <= 0;
        duracao_acE <= 0;
        h_acionamento1 <= 0;
        duracao_ac1 <= 0;
        h_acionamento2 <= 0;
        X0 <= 0;
        X1 <= 0;
        cont <= 6'b100000;
    end
    always @(posedge(B1)) begin 
        if(cont == 6'b100000) begin
            h_acionamento1 <= h_acionamento1 + 1;
        end
        if(cont == 6'b010000) begin
            duracao_ac1 <= duracao_ac1 + 1;    
        end
        if(cont == 6'b001000) begin
            acionar1 <= ~acionar1;    
        end
        if(cont == 6'b000100) begin
            h_acionamento2 <= h_acionamento2 + 1;    
        end
        if(cont == 6'b000010) begin
            duracao_ac2 <= duracao_ac2 + 1;    
        end
        if(cont == 6'b000001) begin
            acionar2 <= ~acionar2;    
        end
    end
    always @(posedge(B0)) begin 
        cont <= {cont[0], cont[5:1]};
    end
    always @(posedge(B2)) begin 
        duracao_acE <= duracao_acE + 1;
    end
    always @(posedge(clk)) begin 
        relogio <= relogio + 1; 
        if (acionar1) begin 
            if (duracao_ac1 == tempo_at1) begin 
                at1 <= 0; 
                X0 <= 0; 
            end
            if (h_acionamento1 == relogio) begin 
                tempo_at1 <= 0; 
                X0 <= 1; 
                at1 <= 1;
            end
            if (at1 == 1) begin 
                tempo_at1 <= tempo_at1 + 1;
            end
        end else begin
            if (at1) begin 
                at1 <= 0;
                X0 <= 0; 
            end
        end
        if (acionar2) begin 
            if (at2 == 1) begin 
                tempo_at2 <= tempo_at2 + 1; 
            end
            if (duracao_ac2 == tempo_at2) begin 
                at2 <= 0;
                X0 <= 0; 
            end
            if (h_acionamento2 == relogio) begin 
                X0 <= 1; 
                tempo_at2 <= 0;
                at2 <= 1;  
            end
        end else begin
            if (at2) begin 
                at2 <= 0; 
                X0 <= 0; 
            end
        end
        if (atE) begin 
            if (duracao_acE == tempo_atE) begin 
                atE <= 0; 
                X1 <= 0; 
            end
            tempo_atE <= tempo_atE + 1; 
        end
    end
    always @(posedge(E)) begin 
        if (!atE) begin
            atE <= 1; 
            X1 <= 1; 
            tempo_atE <= 0; 
        end
    end
endmodule
==> results.yml <==
# synthesis and place-and-route metrics
outcome:
  result_of_the_run: "complete, but fails checks"
  violations: "negative setup slack"
routing:
  detail_route.first_pass.iterations: 4
  detail_route.vias_per_cell: 4.39
  drt_wl_total_um: 3180
  initialDrtViolationCount: 37
  drcViolationCount: 0
  drtAntennaViolNets: 0
  drt-wirelength-per-cell_um: 11.2
  antennaDiodeCount: 0
  dr_total_vias: 1252
place:
  gp_congestion: 0.759
  place.detailed.hpwl_um: 2290
  portBuffers: 1
pwr:
  total_switching_power_uw: 473
  static-leakage-power_uw: 0.00112
  p_comb_share_pct: 0
  power.density_cell_area_nw_per_um2: 990
  p_clk_share_pct: 41.3
  share_seq_of_total_power_pct: 58.7
  swShare_pct: 18.0
  internal_power_uw: 2160
  peakVddDrop_mv: 0.622
  finalPower_uw: 2630
layout:
  area_growth_syn_to_layout_pct: 29.5
  layout_top_cell_excl_fill_tap: "buf_4"
  most-common-layout-cells: "buf_4, edfxtp_1, xnor2_1"
  filler_cell_count: 600
  finalCoreUtilization_pct: 41.0
  share_of_post_route_cells_with_drive_strength_above_1_pct: 32.2
sta:
  hold_viol_final: 0
  skew_ns: 0.00232
  finalSetupTns_ns: -1.48
  postLayoutSetupSlackWorst_ns: -0.148
  setup_viol: 17
  hold-worst-slack_ns: 0.374
  rsz_0062_raised_after_global_routing: "true"
  timing.final.max_slew_violations: 0
yosys:
  syn_inst: 161
  syn_avg_cell_area_um2: 12.8
  syn_area_um2: 2060
  synth-cells-yosys: 161
  synth-seq-area-share_pct: 60.4
  synth.distinct_cells: 22
  yosysWarnings: 10
  ys_ff: 46
  synth_chip_area_um2: 2060
floorplanning:
  chip_area_um2: 7190
  fp_util_pct: 31.7
  fp-row-count: 29
  floorplan.die.width_um: 84.8
  number_of_placed_i_o_pins: 7
  dieHeight_um: 84.8
  core-area_um2: 6490
run:
  cap_violations: 0
  warnings: 31
grt:
  grt_start_max_net_pins: 12
  grt_antenna_before_repair: 0
  global_route_wire_length_before_repair_um: 5270
  grt.total_usage_pct: 9.57
  globalRouteOverflowTotal: 0
  via_count_of_the_first_global_routing_pass: 1247
critical_path:
  crit_arrival_ns: 1.58
  worst_setup_path_end_kind: "register"
  crit_required_ns: 1.43
  critical_path_start_type: "register"
  kind_of_critical_path: "reg2reg"
  cp_max_fo: 4
clock_tree:
  clock_tree_from_tritoncts: "yes"
  clock_sinks: 46
  clk_transition_reported_paths_ns: 0.07
min_path:
  worst_hold_path_type: "reg2reg"
## per-stage QoR
step / std cells / area (um2) / setup slack, ns
after floorplan: 161 / 2080 / -0.219
after global placement: 266 / 2390 / -0.157
after detailed placement: 266 / 2390 / -0.163
after CTS: 278 / 2530 / -0.178
after global routing: 285 / 2660 / -0.245
final: 285 / 2660 / -0.148
## area by class of cell
class | count | area [um2] | share of cell area (%)
clock buffers | 9 | 124 | 4.65
flip-flops and latches | 46 | 1240 | 46.7
well taps | 77 | 96.3 | 3.62
clock inverters | 1 | 3.75 | 0.141
inverters | 7 | 26.3 | 0.987
multi-input cells | 106 | 855 | 32.1
repair buffers | 39 | 314 | 11.8
## cells in the mapped netlist
| library cell | instances | area share (%) |
|---|---|---|
| xor2_1 | 18 | 7.7 |
| a221oi_2 | 1 | 0.73 |
| dfxtp_1 | 14 | 14 |
| nand2_1 | 3 | 0.55 |
| nand3_1 | 18 | 4.4 |
| and2_1 | 4 | 1.2 |
| buf_6 | 1 | 0.55 |
| buf_4 | 1 | 0.37 |
| ha_1 | 7 | 4.3 |
| xnor2_1 | 23 | 9.8 |
| a32oi_1 | 1 | 0.43 |
| a22oi_1 | 1 | 0.37 |
| inv_1 | 7 | 1.3 |
| a21oi_1 | 2 | 0.49 |
| conb_1 | 1 | 0.18 |
| nor3b_1 | 6 | 2.2 |
| nor3_1 | 3 | 0.73 |
| nor2_1 | 14 | 2.6 |
| nor3_2 | 1 | 0.49 |
| edfxtp_1 | 32 | 47 |
| nor3_4 | 1 | 0.79 |
| nor2b_1 | 2 | 0.61 |
## metal layers
metal / routed length (um) / global-route usage (%) / share of wire (%)
met4: 34 / 2.16 / 1.1
met1: 1610 / 13.6 / 51
met2: 1410 / 14.7 / 44
met5: 0 / 0 / 0
met3: 123 / 3.49 / 3.9
## path summary, 6_finish.rpt
| check | start | endpoint | slack (ns) | cells after the start |
|---|---|---|---|---|
| setup / recovery | tempo_at1[0] | X0 | -0.15 | 5 |
| hold / removal | cont[2] | cont[1] | 0.37 | 0 |
| setup reg to reg | tempo_at1[0] | X0 | -0.15 | 5 |
| hold reg to reg | cont[2] | cont[1] | 0.37 | 0 |
| max in group clk1 | duracao_ac1[0] | duracao_ac1[4] | 0.02 | 5 |
| max in group clk0 | X0 | X0 | 0.21 | 1 |
| min in group clk4 | at2 | X0 | 0.51 | 1 |
| min in group clk1 | cont[2] | acionar1 | 0.54 | 1 |
## critical path: stages, from the launching register on
cell and delay [ns]:
edfxtp_1 0.45, xor2_1 0.17, nor3_1 0.21, nand3_1 0.17
a32oi_1 0.25, a221oi_2 0.08
## state kept, by name, indices dropped and copies added (netlist names)
register / count
X0: 1
acionar1: 1
at1: 1
h_acionamento2: 5
duracao_ac1: 5
at2: 1
relogio: 5
tempo_at1: 5
h_acionamento1: 5
duracao_ac2: 5
tempo_at2: 5
cont: 6
acionar2: 1
## power by group through the flow
stage / combinational, uW / clock, uW / sequential [uW]
finish: 0.0429 / 1090 / 1550
CTS: 0.0925 / 1120 / 1550
global route: 0.240 / 1190 / 1550
## kinds of logic after synthesis
| family | Yosys count | synth area share [%] |
|---|---|---|
| flip-flops | 46 | 60.4 |
| AND-OR/OR-AND | 5 | 2.01 |
| other | 1 | 0.182 |
| buffers and inverters | 9 | 2.19 |
| AND/OR/NAND/NOR | 52 | 13.5 |
| adder cells (fa/ha/maj) | 7 | 4.26 |
| XOR/XNOR | 41 | 17.5 |
## repair_timing
| item | in CTS | in global routing |
|---|---|---|
| pin swaps | 1 | 6 |
| hold endpoints to repair | 0 | 0 |
| hold buffers | 0 | 0 |
| gates cloned | 0 | 0 |
| buffers inserted | 2 | 8 |
| resized | 2 | 16 |
| setup endpoints to repair | 17 | 20 |
Power figures rest on the tool's default switching activity, not on a simulated workload.
